==> design/flow/design.v <==
module ctrlunit (clk, start, instr, z_flag, status,PCI, RST_SEL, RST_PC, A_SEL, B_SEL, C_SEL, ALU_OP, IFETCH, MEM, BRANCH, STATE);
input wire clk;                                  
input wire start;                                
input wire [7:0] instr;                          
input wire z_flag;                               
output reg status;                               
output reg PCI;                                  
output reg [3:0] RST_SEL;                        
output reg RST_PC;                               
output reg [3:0] A_SEL;                          
output reg [3:0] B_SEL;                          
output reg [3:0] C_SEL;                          
output reg [3:0] ALU_OP;                         
output reg IFETCH;                               
output reg [1:0] MEM;                            
output reg BRANCH;                               
output reg [5:0] STATE;                          
always @ (posedge clk)
begin
    case (STATE)
        14:begin
            PCI         <=      1'b0;
            RST_SEL     <=      4'b0000;
            RST_PC      <=      1'b1;
            A_SEL       <=      4'b0000;
            B_SEL       <=      4'b0000;
            C_SEL       <=      4'b0000;
            ALU_OP      <=      4'b0000;
            IFETCH      <=      1'b0;
            MEM         <=      2'b00;
            BRANCH      <=      1'b0;
            if (start) begin
                STATE   <=      16;
            end
        end
        16:begin
            PCI         <=      1'b0;
            RST_SEL     <=      4'b0000;
            RST_PC      <=      1'b0;
            A_SEL       <=      4'b0000;
            B_SEL       <=      4'b0000;
            C_SEL       <=      4'b0000;
            ALU_OP      <=      4'b0000;
            IFETCH      <=      1'b1;
            MEM         <=      2'b00;
            BRANCH      <=      1'b0;
            STATE       <=      17;
        end
        17:begin
            PCI         <=      1'b0;
            RST_SEL     <=      4'b0000;
            RST_PC      <=      1'b0;
            A_SEL       <=      4'b0000;
            B_SEL       <=      4'b0000;
            C_SEL       <=      4'b0000;
            ALU_OP      <=      4'b0000;
            IFETCH      <=      1'b0;
            MEM         <=      2'b00;
            BRANCH      <=      1'b0;
            STATE       <=      18;
        end
        18: begin
            PCI         <=      1'b1;
            RST_SEL     <=      4'b0000;
            RST_PC      <=      1'b0;
            A_SEL       <=      4'b0000;
            B_SEL       <=      4'b0000;
            C_SEL       <=      4'b0000;
            ALU_OP      <=      4'b0000;
            IFETCH      <=      1'b0;
            MEM         <=      2'b00;
            BRANCH      <=      1'b0;
            STATE       <=      {2'b0, instr[7:4]};
        end
        1: begin
            PCI         <=      1'b0;
            RST_SEL     <=      instr[3:0];
            RST_PC      <=      1'b0;
            A_SEL       <=      4'b0000;
            B_SEL       <=      4'b0000;
            C_SEL       <=      4'b0000;
            ALU_OP      <=      4'b0000;
            IFETCH      <=      1'b0;
            MEM         <=      2'b00;
            BRANCH      <=      1'b0;
            STATE       <=      16;
        end
        2: begin
            PCI         <=      1'b0;
            RST_SEL     <=      4'b0000;
            RST_PC      <=      1'b0;
            A_SEL       <=      4'b0000;
            B_SEL       <=      4'b0000;
            C_SEL       <=      4'b0000;
            ALU_OP      <=      4'b0000;
            IFETCH      <=      1'b0;
            MEM         <=      2'b11;
            BRANCH      <=      1'b0;
            STATE       <=      16;
        end
        3: begin
            PCI         <=      1'b0;
            RST_SEL     <=      4'b0000;
            RST_PC      <=      1'b0;
            A_SEL       <=      4'b0000;
            B_SEL       <=      4'b0000;
            C_SEL       <=      4'b0000;
            ALU_OP      <=      4'b0000;
            IFETCH      <=      1'b0;
            MEM         <=      2'b10;
            BRANCH      <=      1'b0;
            STATE       <=      16;
        end
        4: begin
            PCI         <=      1'b0;
            RST_SEL     <=      4'b0000;
            RST_PC      <=      1'b0;
            A_SEL       <=      4'b0000;                  
            B_SEL       <=      4'b0000;
            C_SEL       <=      4'b0000;
            ALU_OP      <=      4'b0000;
            IFETCH      <=      1'b1;
            MEM         <=      2'b00;
            BRANCH      <=      1'b0;
            STATE       <=      23;
        end
        23: begin
            PCI         <=      1'b0;
            RST_SEL     <=      4'b0000;
            RST_PC      <=      1'b0;
            A_SEL       <=      4'b0000;
            B_SEL       <=      4'b0000;
            C_SEL       <=      4'b0000;
            ALU_OP      <=      4'b0000;
            IFETCH      <=      1'b0;
            MEM         <=      2'b00;
            BRANCH      <=      1'b0;
            STATE       <=      24;
        end
        24: begin
            PCI         <=      1'b1;
            RST_SEL     <=      4'b0000;
            RST_PC      <=      1'b0;
            A_SEL       <=      instr[3:0];
            B_SEL       <=      4'b0000;
            C_SEL       <=      instr[7:4];
            ALU_OP      <=      4'b1001;
            IFETCH      <=      1'b0;
            MEM         <=      2'b00;
            BRANCH      <=      1'b0;
            STATE       <=      16;
        end
        5: begin
            PCI         <=      1'b0;
            RST_SEL     <=      4'b0000;
            RST_PC      <=      1'b0;
            A_SEL       <=      instr[3:0];
            B_SEL       <=      4'b0000;
            C_SEL       <=      instr[3:0];
            ALU_OP      <=      4'b0001;
            IFETCH      <=      1'b0;
            MEM         <=      2'b00;
            BRANCH      <=      1'b0;
            STATE       <=      16;
        end
        6: begin
            PCI         <=      1'b0;
            RST_SEL     <=      4'b0000;
            RST_PC      <=      1'b0;
            A_SEL       <=      4'b0000;
            B_SEL       <=      4'b0000;
            C_SEL       <=      4'b0000;
            ALU_OP      <=      4'b0000;
            IFETCH      <=      1'b1;
            MEM         <=      2'b00;
            BRANCH      <=      1'b0;
            STATE       <=      25;
        end
        25: begin
            PCI         <=      1'b0;
            RST_SEL     <=      4'b0000;
            RST_PC      <=      1'b0;
            A_SEL       <=      4'b0000;
            B_SEL       <=      4'b0000;
            C_SEL       <=      4'b0000;
            ALU_OP      <=      4'b0000;
            IFETCH      <=      1'b0;
            MEM         <=      2'b00;
            BRANCH      <=      1'b0;
            STATE       <=      26;
        end
        26: begin
            PCI         <=      1'b1;
            RST_SEL     <=      4'b0000;
            RST_PC      <=      1'b0;
            A_SEL       <=      instr[7:4];
            B_SEL       <=      4'b1111;
            C_SEL       <=      instr[7:4];
            ALU_OP      <=      4'b0010;
            IFETCH      <=      1'b0;
            MEM         <=      2'b00;
            BRANCH      <=      1'b0;
            STATE       <=      16;
        end
        7: begin
            PCI         <=      1'b0;
            RST_SEL     <=      4'b0000;
            RST_PC      <=      1'b0;
            A_SEL       <=      4'b0000;
            B_SEL       <=      4'b0000;
            C_SEL       <=      4'b0000;
            ALU_OP      <=      4'b0000;
            IFETCH      <=      1'b1;
            MEM         <=      2'b00;
            BRANCH      <=      1'b0;
            STATE       <=      27;
        end
        27: begin
            PCI         <=      1'b0;
            RST_SEL     <=      4'b0000;
            RST_PC      <=      1'b0;
            A_SEL       <=      4'b0000;
            B_SEL       <=      4'b0000;
            C_SEL       <=      4'b0000;
            ALU_OP      <=      4'b0000;
            IFETCH      <=      1'b0;
            MEM         <=      2'b00;
            BRANCH      <=      1'b0;
            STATE       <=      28;
        end
        28: begin
            PCI         <=      1'b1;
            RST_SEL     <=      4'b0000;
            RST_PC      <=      1'b0;
            A_SEL       <=      instr[7:4];
            B_SEL       <=      instr[3:0];
            C_SEL       <=      instr[7:4];
            ALU_OP      <=      4'b0100;
            IFETCH      <=      1'b0;
            MEM         <=      2'b00;
            BRANCH      <=      1'b0;
            STATE       <=      16;
        end
        8: begin
            PCI         <=      1'b0;
            RST_SEL     <=      4'b0000;
            RST_PC      <=      1'b0;
            A_SEL       <=      4'b0000;
            B_SEL       <=      4'b0000;
            C_SEL       <=      4'b0000;
            ALU_OP      <=      4'b0000;
            IFETCH      <=      1'b1;
            MEM         <=      2'b00;
            BRANCH      <=      1'b0;
            STATE       <=      29;
        end
        29: begin
            PCI         <=      1'b0;
            RST_SEL     <=      4'b0000;
            RST_PC      <=      1'b0;
            A_SEL       <=      4'b0000;
            B_SEL       <=      4'b0000;
            C_SEL       <=      4'b0000;
            ALU_OP      <=      4'b0000;
            IFETCH      <=      1'b0;
            MEM         <=      2'b00;
            BRANCH      <=      1'b0;
            STATE       <=      30;
        end
        30: begin
            PCI         <=      1'b1;
            RST_SEL     <=      4'b0000;
            RST_PC      <=      1'b0;
            A_SEL       <=      instr[7:4];
            B_SEL       <=      4'b1111;
            C_SEL       <=      instr[7:4];
            ALU_OP      <=      4'b0011;
            IFETCH      <=      1'b0;
            MEM         <=      2'b00;
            BRANCH      <=      1'b0;
            STATE       <=      16;
        end
        9: begin
            PCI         <=      1'b0;
            RST_SEL     <=      4'b0000;
            RST_PC      <=      1'b0;
            A_SEL       <=      4'b0000;
            B_SEL       <=      4'b0000;
            C_SEL       <=      4'b0000;
            ALU_OP      <=      4'b0000;
            IFETCH      <=      1'b1;
            MEM         <=      2'b00;
            BRANCH      <=      1'b0;
            STATE       <=      31;
        end
        31: begin
            PCI         <=      1'b0;
            RST_SEL     <=      4'b0000;
            RST_PC      <=      1'b0;
            A_SEL       <=      4'b0000;
            B_SEL       <=      4'b0000;
            C_SEL       <=      4'b0000;
            ALU_OP      <=      4'b0000;
            IFETCH      <=      1'b0;
            MEM         <=      2'b00;
            BRANCH      <=      1'b0;
            STATE       <=      32;
        end
        32: begin
            PCI         <=      1'b1;
            RST_SEL     <=      4'b0000;
            RST_PC      <=      1'b0;
            A_SEL       <=      instr[7:4];
            B_SEL       <=      instr[3:0];
            C_SEL       <=      instr[7:4];
            ALU_OP      <=      4'b0101;
            IFETCH      <=      1'b0;
            MEM         <=      2'b00;
            BRANCH      <=      1'b0;
            STATE       <=      16;
        end
        10: begin
            PCI         <=      1'b0;
            RST_SEL     <=      4'b0000;
            RST_PC      <=      1'b0;
            A_SEL       <=      4'b0000;
            B_SEL       <=      4'b0000;
            C_SEL       <=      4'b0000;
            ALU_OP      <=      4'b0000;
            IFETCH      <=      1'b1;
            MEM         <=      2'b00;
            BRANCH      <=      1'b0;
            STATE       <=      33;
        end
        33: begin
            PCI         <=      1'b0;
            RST_SEL     <=      4'b0000;
            RST_PC      <=      1'b0;
            A_SEL       <=      4'b0000;
            B_SEL       <=      4'b0000;
            C_SEL       <=      4'b0000;
            ALU_OP      <=      4'b0000;
            IFETCH      <=      1'b0;
            MEM         <=      2'b00;
            BRANCH      <=      1'b0;
            STATE       <=      34;
        end
        34: begin
            PCI         <=      1'b1;
            RST_SEL     <=      4'b0000;
            RST_PC      <=      1'b0;
            A_SEL       <=      instr[7:4];
            B_SEL       <=      4'b1111;
            C_SEL       <=      instr[7:4];
            ALU_OP      <=      4'b0110;
            IFETCH      <=      1'b0;
            MEM         <=      2'b00;
            BRANCH      <=      1'b0;
            STATE       <=      16;
        end
        11: begin
            PCI         <=      1'b0;
            RST_SEL     <=      4'b0000;
            RST_PC      <=      1'b0;
            A_SEL       <=      4'b0000;
            B_SEL       <=      4'b0000;
            C_SEL       <=      4'b0000;
            ALU_OP      <=      4'b0000;
            IFETCH      <=      1'b1;
            MEM         <=      2'b00;
            BRANCH      <=      1'b0;
            STATE       <=      35;
        end
        35: begin
            PCI         <=      1'b0;
            RST_SEL     <=      4'b0000;
            RST_PC      <=      1'b0;
            A_SEL       <=      4'b0000;
            B_SEL       <=      4'b0000;
            C_SEL       <=      4'b0000;
            ALU_OP      <=      4'b0000;
            IFETCH      <=      1'b0;
            MEM         <=      2'b00;
            BRANCH      <=      1'b0;
            STATE       <=      36;
        end
        36: begin
            PCI         <=      1'b1;
            RST_SEL     <=      4'b0000;
            RST_PC      <=      1'b0;
            A_SEL       <=      instr[7:4];
            B_SEL       <=      4'b1111;
            C_SEL       <=      instr[7:4];
            ALU_OP      <=      4'b0111;
            IFETCH      <=      1'b0;
            MEM         <=      2'b00;
            BRANCH      <=      1'b0;
            STATE       <=      16;
        end
        12: begin
            PCI         <=      1'b0;
            RST_SEL     <=      4'b0000;
            RST_PC      <=      1'b0;
            A_SEL       <=      4'b0000;
            B_SEL       <=      4'b0000;
            C_SEL       <=      4'b0000;
            ALU_OP      <=      4'b0000;
            IFETCH      <=      1'b0;
            MEM         <=      2'b00;
            BRANCH      <=      1'b0;  
            if (z_flag == 1) begin
                STATE   <=      16;
            end
            else begin
                STATE   <=      37;
            end
        end
        37: begin
            PCI         <=      1'b0;
            RST_SEL     <=      4'b0000;
            RST_PC      <=      1'b0;
            A_SEL       <=      instr[3:0];
            B_SEL       <=      4'b0000;
            C_SEL       <=      4'b1111;
            ALU_OP      <=      4'b1001;
            IFETCH      <=      1'b0;
            MEM         <=      2'b00;
            BRANCH      <=      1'b1;
            STATE       <=      16;
        end
        13: begin
            PCI         <=      1'b0;
            RST_SEL     <=      4'b0000;
            RST_PC      <=      1'b0;
            A_SEL       <=      4'b0000;
            B_SEL       <=      4'b0000;
            C_SEL       <=      4'b0000;
            ALU_OP      <=      4'b0000;
            IFETCH      <=      1'b1;
            MEM         <=      2'b00;
            BRANCH      <=      1'b0;
            STATE       <=      38;
        end
        38: begin
            PCI         <=      1'b0;
            RST_SEL     <=      4'b0000;
            RST_PC      <=      1'b0;
            A_SEL       <=      4'b0000;
            B_SEL       <=      4'b0000;
            C_SEL       <=      4'b0000;
            ALU_OP      <=      4'b0000;
            IFETCH      <=      1'b0;
            MEM         <=      2'b00;
            BRANCH      <=      1'b0;
            STATE       <=      39;
        end
        39: begin
            PCI         <=      1'b1;
            RST_SEL     <=      4'b0000;
            RST_PC      <=      1'b0;
            A_SEL       <=      instr[7:4];
            B_SEL       <=      instr[3:0];
            C_SEL       <=      instr[7:4];
            ALU_OP      <=      4'b1000;
            IFETCH      <=      1'b0;
            MEM         <=      2'b00;
            BRANCH      <=      1'b0;  
            STATE       <=      16;
        end
        15: begin
            PCI         <=      1'b0;
            RST_SEL     <=      4'b0000;
            RST_PC      <=      1'b0;
            A_SEL       <=      4'b0000;
            B_SEL       <=      4'b0000;
            C_SEL       <=      4'b0000;
            ALU_OP      <=      4'b0000;
            IFETCH      <=      1'b0;
            MEM         <=      2'b00;
            BRANCH      <=      1'b0; 
            status      <=      1'b1; 
            STATE       <=      14;
        end
        default: STATE  <=      14;
    endcase
end
endmodule
==> design/flow/run.sh <==
#!/bin/bash
# OpenROAD 26Q1-2900-gdf79404cd8, Yosys 0.63+post, stock flow scripts
make -C /OpenROAD-flow-scripts/flow DESIGN_CONFIG=/design/flow/config.mk WORK_HOME=/design/flow/orfs finish
==> design/flow/config.mk <==
export PLATFORM = sky130hd
export DESIGN_NAME = ctrlunit
export DESIGN_NICKNAME = ctrlunit
export VERILOG_FILES = /design/flow/design.v
export SDC_FILE = /design/flow/constraint.sdc
export NUM_CORES = 4
export LEC_CHECK = 1
export CORE_UTILIZATION = 50
==> design/flow/constraint.sdc <==
current_design ctrlunit

set clk_period 4.0
set clk_io_pct 0.2

create_clock -name clk0 -period $clk_period [get_ports {clk}]

set non_clock_inputs [all_inputs -no_clocks]
set_input_delay [expr $clk_period * $clk_io_pct] -clock clk0 $non_clock_inputs
set_output_delay [expr $clk_period * $clk_io_pct] -clock clk0 [all_outputs]
==> run_results.csv <==
group,metric,value,unit
yosys,synthCells,257,
worst_setup_path,reg2reg_slack,1.48,ns
clock_network,cts_tree,"yes",
yosys,top_area_cell,"edfxtp_1",
worst_setup_path,cp-end-kind,"output pin",
yosys,ff_type,"edfxtp_1",
worst_setup_path,critical_path.top_delay_family,"buffers and inverters",
route,vias_per_cell,6.35,
yosys,avgSynthCellArea,9.13,um2
floorplanning,pin_count,44,
global_route,grt_max_degree,34,
route,diodes,0,
yosys,edf_count,32,
final_layout,fin_util,63.6,%
worst_setup_path,reg2reg_from,"STATE[0]",
floorplanning,rows,24,
yosys,ys_cells,257,
sta,setup_slack,1.22,ns
final_layout,final_cells,338,
global_route,grt-ovfl-total,0,
global_route,grt_usage,26.5,%
status,status,"finished, final reports clean",
yosys,yosys-stat-area,0.00235,mm2
route,drt-total-wl,5.91,mm
yosys,synth_warnings,1,
clock_network,numCtsBuffers,5,
clock_network,cts_buffer_depth,2,
sta,setup_viol,0,
sta,relSlewSlack,42.1,%
sta,fin_crit_sh,69.5,%
final_layout,fillers,390,
route,drtIter0Drc,192,
worst_setup_path,reg2reg_depth,6,
worst_setup_path,crit_path_max_fanout,33,
route,vias,2147,
clock_network,cts_root_buffer,"clkbuf_8",
sta,period_needed,2.78,ns
floorplanning,initCoreUtil,52.8,%
clock_network,htree_num_levels,2,
power,power.leakage,1.01,nW
global_route,grt_pass1_wl,9.94,mm
power,powerDensity,946,mW/mm2
route,postRouteAntennaNets,0,
yosys,ys_seq_share,41.0,%
placement,dpl_cell_area,0.00275,mm2
clock_network,cts.reportedPaths.clkPinSlew,0.06,ns
floorplanning,dieWidth,70.5,um
clock_network,cts_sinks,32,
power,p_total,2.67,mW
final_layout,logic_area,0.00124,mm2
sta,tightest_slew,0.869,ns
min_path,min_path_type,"reg -> reg",
yosys,synthTopCellsByArea,"edfxtp_1 41%, o21ai_0 4.3%, o21a_1 4.2%",
yosys,yosysTopAreaCellShare,41.0,%
placement,routabilityCongestion,0.923,
route,drc,0,
worst_setup_path,critPathSlowestCell,"edfxtp_1",
route,wl_per_cell,17.5,um
final_layout,drive_gt1_share,9.79,%
worst_setup_path,critPathMaxStageDelay,0.74,ns
global_route,antenna_found_initial,0,
sta,rsz0062_at_grt,"false",
route,dr.pass1.iters,22,
sta,maxSlewViolCount,0,
worst_setup_path,cp_cell_sequence,"buf_4, clkdlybuf4s50_1",
final_layout,area_growth_syn_to_layout,20.4,%
global_route,grt_pass1_vias,1970,
min_path,hold_depth,3,
worst_setup_path,path_buffers,2,
yosys,ys_seq_elements,32,
flow_run,warning_count,27,
yosys,async_reset_ff_share,0,%
final_layout,final_area,0.00283,mm2
placement,dp_cells,331,
clock_network,clk_latency,0.28,ns
flow_run,maxCapViolations,0,
worst_setup_path,path_class,"reg -> out",
yosys,yosysUniqueCellTypes,60,
floorplanning,die_height,70.5,um
worst_setup_path,worstPathArrival,1.98,ns
min_path,hold_start,"STATE[1]",
min_path,min_to,"BRANCH",
placement,io_buffers,42,
yosys,syn_area,0.00235,mm2
worst_setup_path,crit_path_start_kind,"register",
worst_setup_path,cp.required,3.20,ns
sta,whs,1.09,ns
sta,skew,0.00326,ns
placement,post-place-ws,1.54,ns
sta,setup_tns,0,ns
clock_network,cts_resized,0,
placement,hpwl,4.17,mm
sta,hold_violations,0,
power,irDropWorstVdd,0.000533,V
final_layout,regArea,961,um2
clock_network,postCtsSetupBuffers,0,
floorplanning,core_area,0.00444,mm2
sta,max_freq,360,MHz
worst_setup_path,timing.rr.end,"A_SEL[2]",
floorplanning,die_area,0.00497,mm2
clock_network,cts_hold_buf,0,
state kept, by name, summed over array words and instances, names as in the netlist, 2 cells and up:
signal,flops
ALU_OP,4
MEM,2
C_SEL,4
A_SEL,4
B_SEL,4
RST_SEL,4
STATE,6
worst register-to-register path, delay by kind of cell (launching register included):
| kind | cells | cell delay, ns |
|---|---|---|
| AOI/OAI and AO/OA | 2 | 0.62 |
| buffers and inverters | 1 | 0.37 |
| DFF | 1 | 0.67 |
| and+or+nand+nor | 3 | 0.71 |
routing by layer:
layer / up-vias / global-route usage (%) / routed length (um)
li1: 1023 / - / -
met1: 980 / 45.9 / 2730
met2: 128 / 36.5 / 2590
met3: 16 / 4.82 / 490
met4: 0 / 6.35 / 106
met5: - / 0 / 0
placed cells by master, fill, tap and decap left out, drive strengths merged, types with 3 or more instances in the layout:
cell / n
o21ai: 22
a2bb2oi: 4
nor3: 6
o211ai: 3
o2111ai: 3
nor2b: 10
a211oi: 3
clkdlybuf4s50: 42
nand2: 22
nand3b: 4
nor2: 19
clkbuf: 6
a21oi: 17
nor3b: 3
edfxtp: 32
or2: 4
a221o: 4
nand2b: 9
o21a: 13
a22o: 4
a21o: 5
nand3: 9
buf: 6
logic make-up after synthesis:
logic type | after synthesis | synth area share, %
xor gates and xnor gates | 2 | 0.747
DFF | 32 | 41.0
AOI/OAI and AO/OA | 98 | 30.4
buffers and inverters | 29 | 5.97
other | 1 | 0.160
muxes | 1 | 0.427
and+or+nand+nor | 94 | 21.3
power by group:
group          internal [mW]  switching, mW
clock                  0.118          0.104
combinational          0.777          0.832
sequential             0.660          0.179
total                   1.56           1.12
how the worst max path moves through the flow:
stage / from / endpoint / slack, ns / depth (start not counted)
5_1_grt: STATE[3] / STATE[3] / 1.12 / 2
4_1_cts: STATE[3] / STATE[3] / 1.24 / 2
6_report: STATE[3] / STATE[3] / 1.22 / 2
area by class of cell:
class,count,area share (%)
inverters,3,0.399
repair buffers,48,16.5
multi-input cells,196,44.1
clock buffers,6,2.57
well taps,52,2.30
flip-flops and latches,32,34.0
clock inverters,1,0.177
synth_stat cells (2+ instances only):
library cell	instances
a22o_1	4
o31ai_1	2
nand3_1	7
a21o_1	5
o32a_1	2
or2_2	3
nand3b_1	4
buf_2	13
nor2_1	19
inv_1	2
o22ai_1	2
and2_1	2
nor2b_1	10
buf_4	2
buf_1	2
a21oi_1	15
nor3b_1	3
nand2_1	21
o41ai_1	2
a2bb2oi_1	4
edfxtp_1	32
a22oi_1	2
o211ai_1	2
a211oi_1	3
nand2b_1	9
o2111ai_1	3
xnor2_1	2
a221o_1	4
o21a_1	13
o21ai_0	20
nand3_2	2
nor3_1	6
clkbuf_1	8
Power figures rest on the tool's default switching activity, not on a simulated workload.
