`flow/config.mk`:
```
export PLATFORM = sky130hd
export DESIGN_NAME = pc
export DESIGN_NICKNAME = pc
export VERILOG_FILES = /design/flow/design.v
export SDC_FILE = /design/flow/constraint.sdc
export NUM_CORES = 4
export LEC_CHECK = 1
export CORE_AREA = 10 10 78 78
export DIE_AREA = 0 0 88 88
```
`flow/constraint.sdc`:
```
current_design pc

set clk_period 1.7
set clk_io_pct 0.2

create_clock -name clk0 -period $clk_period [get_ports {clk}]

set non_clock_inputs [all_inputs -no_clocks]
set_input_delay [expr $clk_period * $clk_io_pct] -clock clk0 $non_clock_inputs
set_output_delay [expr $clk_period * $clk_io_pct] -clock clk0 [all_outputs]
```
`flow/design.v`:
```
module pc( clk, RST, PCI, addr_in, BRANCH, addr_out);
input wire clk;                   
input wire RST;                   
input wire PCI;                   
input wire [7:0] addr_in;         
input wire BRANCH;                
output reg [7:0] addr_out;        
always @ (posedge clk or posedge RST)
begin
    if (RST == 1)
        addr_out <= 8'b0;
    else
    begin
        if (BRANCH == 1)
            addr_out <= addr_in;
        else if (PCI == 1)
            addr_out <= addr_out + 8'b00000001;
        else
            addr_out = addr_out; 
    end
end
endmodule
```
`flow/run.sh`:
```
#!/bin/bash
# OpenROAD 26Q1-2900-gdf79404cd8, Yosys 0.63+post, stock flow scripts
make -C /OpenROAD-flow-scripts/flow DESIGN_CONFIG=/design/flow/config.mk WORK_HOME=/design/flow/orfs finish
```
==> flow_metrics.tcl <==
# yosys + openroad results
set metrics [dict create \
    outcome "completed" \
    finClkSkew_ns 0.00348 \
    syn-cell-area_um2 445 \
    htree_levels 1 \
    cts_tree "done" \
    setup_violations 0 \
    path_class "reg -> out" \
    largest_reg_flops 8 \
    first_pass_iters 2 \
    drc_errors 0 \
    via_per_inst 3.44 \
    top_regs "addr_out: 8 flops" \
    final_cells 123 \
    comb_power_share 0.209 \
    slew_viol_final 0 \
    synth_top_flop_cell "dfrtp_1" \
    worstMarginPinSlew_ns 0.313 \
    gp_congestion 0.720 \
    clock_sinks 8 \
    yosysSeqAreaShare 0.449 \
    aoi_share 0.0899 \
    hp-class "in -> async" \
    simple_gate_area_frac 0.295 \
    postSynthAreaPerCell_um2 8.91 \
    synthTopCellsByCount "9 x nand2_1, 8 x dfrtp_1, 6 x o21ai_0, 5 x nand3_1" \
    wirelength_um 1360 \
    ys_cells 50 \
    clk_pin_slew_worst_paths_ns 0.04 \
    p_leak_nw 0.289 \
    ys_sh_mux 0.0225 \
    p_switching_mw 0.144 \
    dp.cells 120 \
    grt_usage 0.0366 \
    io_pins 20 \
    hpwl_um 1120 \
    pwr-share-seq 0.410 \
    drive_above_1_share 0.0845 \
    drtIter0Drc 30 \
    worstPathCellList "clkdlybuf4s50_1" \
    post_cts_buffers 0 \
    slowest_stage "clkdlybuf4s50_1" \
    rsz0062_at_grt "no" \
    die_area_mm2 0.00774 \
    top_cell "nand2_1" \
    finalWorstPathRequiredPeriod_ns 1.54 \
    power_density_mw_per_mm2 796 \
    regMostFlops "addr_out" \
    ctsRootBufferMaster "clkbuf_8" \
    die_height_um 88 \
    hold_buffers 0 \
    num_rows 24 \
    antenna_found_initial 0 \
    cts_buffer_depth 2 \
    ys.flops 8 \
    critPathTopFamily "buffers and inverters" \
    yosysWarnings 1 \
    core_mm2 0.00441 \
    crit_fanout 6 \
    area_growth_pct 67.1 \
    grt_pass1_wl_um 2180 \
    crit_arrival_ns 1.20 \
    tool_warnings 25 \
    area_leaders "dfrtp_1 45%, nand2_1 7.6%, o21ai_0 6.7%" \
    antenna_left 0 \
    cp_slowest_stage_delay_ns 0.52 \
    critPathBufInv 1 \
    grt.overflow.total 0 \
    final_cell_area_um2 744 \
    hold_viol_final 0 \
    p_clk_frac 0.380 \
    place_area_um2 703 \
    synthArstFlopShare 1.00 \
    netSwitchingFraction 0.243 \
    start_kind "flop" \
    tns_ns 0 \
    synth-xor-area-share 0.0787 \
    intPower_mw 0.449 \
    utilization 0.169 \
    edf_count 0 \
    numPortBuffers 19 \
    die_w_um 88 \
    required_ns 1.36 \
    layout_worst_path_cycle_share 0.903 \
    synth_chip_area_um2 445 \
    vias 423 \
    relSlewSlack 0.791 \
    cap_violations 0 \
    grt_start_max_net_pins 14 \
    endpoint_kind "output pin" \
    grt_pass1_vias 447 \
    wire_per_inst_um 11.0 \
    adder_share 0.0281 \
    ir_drop_mv 0.265 \
    fp_util 0.101 \
    clkLatencyLatePin_ns 0.23 \
    synth_cell_types 16 \
    top_cell_area_share 0.449 \
    ctsResizeCount 0 \
    cts_made_buffers 3 \
    netlist_instances 50 \
    logic_area_um2 229 \
    fill_cells 478 \
    ys_top_logic_family "simple AND/OR/NAND/NOR gates" \
    power_mw 0.593 \
    final-seq-area_um2 200 \
    synth_top_cell_by_area "dfrtp_1" \
    clock.fmax_mhz 651 \
    antenna_cells 0 \
]
[layout make-up]
class,count,area share
multi-input cells,38,0.308
repair buffers,21,0.276
flip-flops and latches,8,0.269
well taps,52,0.0874
clock buffers,3,0.0555
inverters,1,0.00504
[layout by cell type (no fill, tap or decap)]
cell | Yosys | routed
o21ai_1 | 2 | 2
o21ai_0 | 6 | 6
mux2i_1 | 1 | 1
nor2b_1 | 3 | 3
ha_1 | 1 | 1
nand2_1 | 9 | 9
clkdlybuf4s50_1 | 0 | 19
nand3_1 | 5 | 5
dfrtp_1 | 8 | 8
xor2_1 | 3 | 3
xnor2_1 | 1 | 1
nand4_1 | 3 | 3
or4_1 | 3 | 3
buf_4 | 0 | 2
nand4_2 | 1 | 1
clkbuf_8 | 0 | 3
inv_1 | 1 | 1
[per-stage QoR]
stage          hold slack [ns]  setup WS [ns]
2_1_floorplan            0.156          0.527
3_3_place_gp             0.574          0.134
3_5_place_dp             0.575          0.135
4_1_cts                  0.380          0.165
5_1_grt                  0.423          0.102
6_report                 0.367          0.164
[worst paths after layout]
check	from	end	slack (ns)	depth (start not counted)
min reg2reg	addr_out[7]	addr_out[7]	0.58	2
max	addr_out[2]	addr_out[2]	0.16	1
max reg2reg	addr_out[0]	addr_out[6]	0.43	4
min	RST	addr_out[7]	0.37	2
min in group clk0	addr_out[7]	addr_out[7]	0.58	2
max in group asynchronous	RST	addr_out[0]	1.09	2
[routing by layer]
layer  part of all wire  GRT usage  wire length (um)  vias up
met2               0.41     0.0496               561       16
met1               0.44     0.0492               591      183
met4             0.0074    0.00290                10        0
met5                  0          0                 0        -
li1                   -          -                 -      222
met3               0.14     0.0243               193        2
[power by group through the flow]
| stage | Clock (mW) | Sequential, mW | Combinational, mW |
|---|---|---|---|
| after global routing | 0.251 | 0.247 | 0.143 |
| final | 0.225 | 0.243 | 0.124 |
| after CTS | 0.230 | 0.243 | 0.128 |
[kinds of logic (layout without fill, tap and decap cells)]
family | Yosys count | count (layout)
muxes | 1 | 1
DFF | 8 | 8
adders and majority gates | 1 | 1
and+or+nand+nor | 24 | 24
buffers and inverters | 4 | 25
AOI/OAI and AO/OA | 8 | 8
xor gates and xnor gates | 4 | 4
Power is estimated from default activity; no workload was simulated.
